### /design/flow/run.sh
#!/bin/bash
# OpenROAD 26Q1-2900-gdf79404cd8, Yosys 0.63+post, stock flow scripts
make -C /OpenROAD-flow-scripts/flow DESIGN_CONFIG=/design/flow/config.mk WORK_HOME=/design/flow/orfs finish
### /design/flow/constraint.sdc
current_design LZ77_Decoder

set clk_period 3.2
set clk_io_pct 0.2

create_clock -name clk0 -period $clk_period [get_ports {clk}]

set non_clock_inputs [all_inputs -no_clocks]
set_input_delay [expr $clk_period * $clk_io_pct] -clock clk0 $non_clock_inputs
set_output_delay [expr $clk_period * $clk_io_pct] -clock clk0 [all_outputs]
### /design/flow/design.v
module LZ77_Decoder(clk,reset,code_pos,code_len,chardata,encode,finish,char_nxt);
input 				clk;
input 				reset;
input 		[3:0] 	code_pos;
input 		[2:0] 	code_len;
input 		[7:0] 	chardata;
output   			encode;
output reg			finish;
output reg	[7:0] 	char_nxt;
assign encode = 0;
parameter Wsearch = 9;	 
parameter Wchar   = 8;	 
parameter [Wchar-1:0]	EndSgn = 8'h24;  
reg 		[Wchar-1:0]		srch_buf  [Wsearch-1:0];
reg 		[2:0]   		cnt;	 
integer i;
always @(posedge clk or posedge reset) begin
	if (reset) begin
		for (i=0; i < Wsearch; i = i + 32'd1)
			srch_buf[i] <= 0;
		cnt <= 0;
		finish   <= 0;
		char_nxt <= 0;
	end
	else begin
		for(i=0; i < Wsearch-1; i = i + 32'd1)
			srch_buf[i + 1] <= srch_buf[i];
		cnt         <= cnt == code_len ? 3'd0 : cnt + 3'd1;
		srch_buf[0] <= cnt == code_len ? chardata : srch_buf[code_pos];
		char_nxt    <= cnt == code_len ? chardata : srch_buf[code_pos];
		finish      <= char_nxt == EndSgn ? 1'b1 : 1'b0;
	end
end
endmodule
### /design/flow/config.mk
export PLATFORM = sky130hd
export DESIGN_NAME = LZ77_Decoder
export DESIGN_NICKNAME = LZ77_Decoder
export VERILOG_FILES = /design/flow/design.v
export SDC_FILE = /design/flow/constraint.sdc
export NUM_CORES = 4
export LEC_CHECK = 1
export CORE_UTILIZATION = 40
==> results_dict.tcl <==
# yosys + openroad results
set metrics [dict create \
    topCellsByArea "dfrtp_1 (66%), mux2_2 (5.1%), and3b_1 (4.0%), and4_1 (2.1%), a222oi_1 (2.1%)" \
    fmax_ghz 0.409 \
    worstPathMaxFanout 10 \
    final_max_slew_viol_count 0 \
    fin_area_mm2 0.00346 \
    die_w_um 86.7 \
    yosysMostFrequentCell "dfrtp_1" \
    grt_pass1_wl_um 9540 \
    clock-sinks 76 \
    startpoint_type "input port" \
    grt-ovfl-total 0 \
    cpPeakStageDelay_ns 0.74 \
    synth-seq-cells 76 \
    chipHeight_um 86.7 \
    place_inst 317 \
    ant_nets 0 \
    p_sw_share_pct 26.6 \
    gp_congestion 0.800 \
    tool_warnings 25 \
    port_buffers 25 \
    clk_root_buffer_cell "clkbuf_8" \
    antenna_found_initial 0 \
    skew_ns 0.00675 \
    post_cts_resized 0 \
    clk_pin_slew_ns 0.08 \
    largest_area_cell "dfrtp_1" \
    rsz0062_at_grt "false" \
    postLayoutSetupSlackWorst_ns 0.755 \
    ys_warn_count 2 \
    cts_hold_buf 0 \
    hpwlAfterDp_um 3720 \
    track_usage_pct 17.4 \
    pwr-share-seq_pct 53.6 \
    critPathRequiredTime_ns 3.42 \
    ir_drop_v 0.000414 \
    ys_cells 201 \
    synthTopCellsByCount "dfrtp_1 (76), and3b_1 (13), mux2_2 (13)" \
    fp_util_pct 41.7 \
    p_int_w 0.00229 \
    maxCapViolCount 0 \
    outcome "complete, no violations" \
    grt_max_degree 57 \
    hold_viol 0 \
    core_area_mm2 0.00687 \
    switchingPower_w 0.000832 \
    instances_no_fill 332 \
    fill_cells 566 \
    ios 27 \
    grt_pass1_vias 1826 \
    cp_slowest_cell "clkdlybuf4s50_1" \
    fin_crit_sh_pct 76.4 \
    clock_path_buffers 2 \
    clkPwrFrac_pct 27.7 \
    tns_ns 0 \
    crit_buf_inv 2 \
    hp-class "reg2reg" \
    worstPathCellList "clkdlybuf4s50_1 > buf_4 > mux2_2 > a222oi_1 > and4_1 > o31ai_1" \
    finalSetupViolations 0 \
    dpl_cell_area_mm2 0.00322 \
    ys_seq_share_pct 66.3 \
    pwr-share-comb_pct 18.8 \
    htreeDepth 3 \
    synth.distinct_cells 39 \
    end_kind "flip-flop" \
    place_ws_ns 0.398 \
    clock.latency.late_pin_ns 0.34 \
    wl_per_cell_um 16.5 \
    edf_count 0 \
    top_area_share_pct 66.3 \
    num_rows 30 \
    detail_route.iter0.violations 130 \
    die_area_mm2 0.00751 \
    post_cts_buffers 0 \
    postSynthCellCount 201 \
    cts_tree "done" \
    power.density_mw_per_mm2 903 \
    min_period_ns 2.45 \
    drc_errors 0 \
    antennaDiodeCount 0 \
    routed_wl_um 5490 \
    cp_data_arrival_time_ns 2.67 \
    dominantRegCellSynth "dfrtp_1" \
    num_vias 1706 \
    drt-vias-per-instance 5.14 \
    cp_top_family "buffers and inverters" \
    area_delta_synth_final_pct 20.7 \
    final_util_pct 50.4 \
    synthArstFlopShare_pct 100 \
    leakage_nw 1.51 \
    netlist_area_mm2 0.00287 \
    cts_buffers 9 \
    rrSetupSlack_ns 1.37 \
    avgSynthCellArea_um2 14.3 \
    crit_type "in2reg" \
    drt_pre_antenna_iters 5 \
    drive_gt1_share_pct 18.2 \
    yosysChipArea_mm2 0.00287 \
]
## layout by cell type, fill, tap and decap left out, types with 2 or more instances in the layout
cell,count
and4_1,7
nand3b_1,2
clkbuf_8,10
dfrtp_1,76
a21oi_1,2
xnor2_1,4
mux2_2,13
nor2_1,9
nand2_1,9
bufinv_16,3
o31ai_1,7
nand3_1,9
buf_4,7
and4b_1,2
a31oi_1,3
clkdlybuf4s50_1,25
o21ai_0,7
a222oi_1,6
and3b_1,13
## flip-flops by register name, indices dropped and copies added (netlist names)
signal and flops:
finish 1, cnt 3, srch_buf 72
## logic make-up (layout without fill, tap and decap cells)
kind of cell | after synthesis | after routing | share of synthesized area, %
adder cells (fa/ha/maj) | 1 | 1 | 0.436
other | 1 | 1 | 0.131
XOR/XNOR | 4 | 4 | 1.22
buffers and inverters | 15 | 50 | 3.32
AND/OR/NAND/NOR | 58 | 58 | 13.7
multiplexers | 15 | 15 | 6.24
AND-OR/OR-AND | 31 | 31 | 8.60
flip-flops | 76 | 76 | 66.3
## worst paths after layout
path,from,endpoint,depth (start not counted)
worst max register to register,cnt[2],srch_buf[0][3],5
worst min register to register,srch_buf[3][0],srch_buf[4][0],0
worst min-delay path,srch_buf[3][0],srch_buf[4][0],0
worst max-delay path,code_pos[1],srch_buf[0][1],6
max in group asynchronous,reset,srch_buf[6][5],3
min in group asynchronous,reset,srch_buf[2][1],2
## power by group through the flow
stage | clock (W) | sequential [W] | combinational [W]
global route | 0.000922 | 0.00174 | 0.000655
finish | 0.000865 | 0.00168 | 0.000586
CTS | 0.000878 | 0.00168 | 0.000592
## layout make-up
class                      count  area, um2  area share (%)
sequential                    76       1900            54.9
multi-input combinational    110        871            25.2
timing repair buffer          33        323            9.32
clock buffer                  11        141            4.08
tap                           96        120            3.47
clock inverter                 4       97.6            2.82
inverter                       2       7.51           0.217
## metal layers
| layer | GRT usage (%) | up-vias | routed length, um |
|---|---|---|---|
| met5 | 0 | - | 0 |
| met4 | 2.73 | 0 | 99 |
| met3 | 4.06 | 8 | 322 |
| met2 | 23.6 | 51 | 2230 |
| met1 | 30.8 | 853 | 2840 |
| li1 | - | 794 | - |
## through the flow
step	hold slack [ns]	power, W
after floorplan	0.347	0.00197
after global placement	0.354	0.00229
after detailed placement	0.352	0.00227
after CTS	0.371	0.00315
after global routing	0.376	0.00332
final	0.369	0.00313
No activity file was given, so power comes from the tool's default toggle rates.
